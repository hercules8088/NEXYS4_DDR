[flow/design.v]
`timescale 1ns / 1ps
module top(
 input clock,
 output [7:0] AN,
 output CA,
 output CB,
 output CC,
 output CD,
 output CE,
 output CF,
 output CG
);
reg [31:0] data = 32'b0;
reg [24:0] counter = 25'b0;
always@(posedge clock)
	counter <= counter + 1;
always@(posedge counter[21])
	data<= data+1;
led_driver m1(.data(data),.clock(clock),.AN(AN),.CA(CA),.CB(CB),.CC(CC),.CD(CD),.CE(CE),.CF(CF),.CG(CG));
endmodule
module led_driver(
 input clock,
 input [31:0] data,
 output [7:0] AN,
 output reg CA,
 output reg CB,
 output reg CC,
 output reg CD,
 output reg CE,
 output reg CF,
 output reg CG
 );
reg [2:0] counter = 3'b000;
reg [25:0] clock_division = 26'b0;
always@(posedge clock)
	clock_division <= clock_division + 1;
always@(posedge clock_division[17])  
	counter <= counter + 1;
assign AN[0] = !((!counter[2])&(!counter[1])&(!counter[0]));
assign AN[1] = !((!counter[2])&(!counter[1])&(counter[0]));
assign AN[2] = !((!counter[2])&(counter[1])&(!counter[0]));
assign AN[3] = !((!counter[2])&(counter[1])&(counter[0]));
assign AN[4] = !((counter[2])&(!counter[1])&(!counter[0]));
assign AN[5] = !((counter[2])&(!counter[1])&(counter[0]));
assign AN[6] = !((counter[2])&(counter[1])&(!counter[0]));
assign AN[7] = !((counter[2])&(counter[1])&(counter[0]));
always@(posedge clock)
	begin
		CA <= 1;
		CB <= 1;
		CC <= 1;
		CD <= 1;
		CE <= 1;
		CF <= 1;
		CG <= 1;
		case(counter)
		3'b000: begin
		case(data[3:0])
			4'b0000: begin CA <= 0; CB <= 0; CC <= 0; CD <= 0; CE <= 0; CF <= 0; end
			4'b0001: begin CB <= 0; CC <= 0; end
			4'b0010: begin CA <= 0; CB <= 0; CG <= 0; CE <= 0; CD <= 0; end
			4'b0011: begin CA <= 0; CB <= 0; CG <= 0; CC <= 0; CD <= 0; end
			4'b0100: begin CB <= 0; CC <= 0; CF <= 0; CG <= 0;  end  
			4'b0101: begin CA <= 0; CF <= 0; CG <= 0; CC <= 0; CD <= 0; end  
			4'b0110: begin CA <= 0; CC <= 0; CD <=0; CE <= 0; CF <= 0; CG <= 0; end  
			4'b0111: begin CA <= 0; CB <= 0; CC <= 0; end 
			4'b1000: begin CA <= 0; CB <= 0; CC <= 0; CD <= 0; CE <= 0; CF <= 0; CG <= 0; end
			4'b1001: begin CA <= 0; CB <= 0; CC <= 0; CD <= 0; CF <= 0; CG <= 0; end
			4'b1010: begin CA <= 0; CB <= 0; CC <= 0; CE <= 0; CF <= 0; CG <= 0; end 
			4'b1011: begin CC <= 0; CD <= 0; CE <= 0; CF <= 0; CG <= 0; end
			4'b1100: begin CD <= 0; CE <= 0; CG <= 0; end
			4'b1101: begin CB <= 0; CC <= 0; CD <= 0; CE <= 0; CG <= 0; end
			4'b1110: begin CA <= 0; CD <= 0; CE <= 0; CF <= 0; CG <= 0; end
			4'b1111: begin CA <= 0; CE <= 0; CF <= 0; CG <= 0; end
			default: begin CA <= 0; CB <= 0; CC <= 0; CD <= 0; CE <= 0; CF <= 0; CG <= 0; end
		endcase
		end
		3'b001: begin
		case(data[7:4])
			4'b0000: begin CA <= 0; CB <= 0; CC <= 0; CD <= 0; CE <= 0; CF <= 0; end
			4'b0001: begin CB <= 0; CC <= 0; end
			4'b0010: begin CA <= 0; CB <= 0; CG <= 0; CE <= 0; CD <= 0; end
			4'b0011: begin CA <= 0; CB <= 0; CG <= 0; CC <= 0; CD <= 0; end
			4'b0100: begin CB <= 0; CC <= 0; CF <= 0; CG <= 0;  end  
			4'b0101: begin CA <= 0; CF <= 0; CG <= 0; CC <= 0; CD <= 0; end  
			4'b0110: begin CA <= 0; CC <= 0; CD <=0; CE <= 0; CF <= 0; CG <= 0; end  
			4'b0111: begin CA <= 0; CB <= 0; CC <= 0; end  
			4'b1000: begin CA <= 0; CB <= 0; CC <= 0; CD <= 0; CE <= 0; CF <= 0; CG <= 0; end
			4'b1001: begin CA <= 0; CB <= 0; CC <= 0; CD <= 0; CF <= 0; CG <= 0; end
			4'b1010: begin CA <= 0; CB <= 0; CC <= 0; CE <= 0; CF <= 0; CG <= 0; end 
			4'b1011: begin CC <= 0; CD <= 0; CE <= 0; CF <= 0; CG <= 0; end
			4'b1100: begin CD <= 0; CE <= 0; CG <= 0; end
			4'b1101: begin CB <= 0; CC <= 0; CD <= 0; CE <= 0; CG <= 0; end
			4'b1110: begin CA <= 0; CD <= 0; CE <= 0; CF <= 0; CG <= 0; end
			4'b1111: begin CA <= 0; CE <= 0; CF <= 0; CG <= 0; end
			default:begin CA <= 0; CB <= 0; CC <= 0; CD <= 0; CE <= 0; CF <= 0; CG <= 0; end
		endcase
		end
		3'b010: begin
		case(data[11:8])
			4'b0000: begin CA <= 0; CB <= 0; CC <= 0; CD <= 0; CE <= 0; CF <= 0; end
			4'b0001: begin CB <= 0; CC <= 0; end
			4'b0010: begin CA <= 0; CB <= 0; CG <= 0; CE <= 0; CD <= 0; end
			4'b0011: begin CA <= 0; CB <= 0; CG <= 0; CC <= 0; CD <= 0; end
			4'b0100: begin CB <= 0; CC <= 0; CF <= 0; CG <= 0;  end  
			4'b0101: begin CA <= 0; CF <= 0; CG <= 0; CC <= 0; CD <= 0; end  
			4'b0110: begin CA <= 0; CC <= 0; CD <=0; CE <= 0; CF <= 0; CG <= 0; end  
			4'b0111: begin CA <= 0; CB <= 0; CC <= 0; end 
			4'b1000: begin CA <= 0; CB <= 0; CC <= 0; CD <= 0; CE <= 0; CF <= 0; CG <= 0; end
			4'b1001: begin CA <= 0; CB <= 0; CC <= 0; CD <= 0; CF <= 0; CG <= 0; end
			4'b1010: begin CA <= 0; CB <= 0; CC <= 0; CE <= 0; CF <= 0; CG <= 0; end 
			4'b1011: begin CC <= 0; CD <= 0; CE <= 0; CF <= 0; CG <= 0; end
			4'b1100: begin CD <= 0; CE <= 0; CG <= 0; end
			4'b1101: begin CB <= 0; CC <= 0; CD <= 0; CE <= 0; CG <= 0; end
			4'b1110: begin CA <= 0; CD <= 0; CE <= 0; CF <= 0; CG <= 0; end
			4'b1111: begin CA <= 0; CE <= 0; CF <= 0; CG <= 0; end 
			default:begin CA <= 0; CB <= 0; CC <= 0; CD <= 0; CE <= 0; CF <= 0; CG <= 0; end
		endcase
		end
		3'b011: begin
		case(data[15:12])
			4'b0000: begin CA <= 0; CB <= 0; CC <= 0; CD <= 0; CE <= 0; CF <= 0; end
			4'b0001: begin CB <= 0; CC <= 0; end
			4'b0010: begin CA <= 0; CB <= 0; CG <= 0; CE <= 0; CD <= 0; end
			4'b0011: begin CA <= 0; CB <= 0; CG <= 0; CC <= 0; CD <= 0; end
			4'b0100: begin CB <= 0; CC <= 0; CF <= 0; CG <= 0;  end  
			4'b0101: begin CA <= 0; CF <= 0; CG <= 0; CC <= 0; CD <= 0; end  
			4'b0110: begin CA <= 0; CC <= 0; CD <=0; CE <= 0; CF <= 0; CG <= 0; end  
			4'b0111: begin CA <= 0; CB <= 0; CC <= 0; end  
			4'b1000: begin CA <= 0; CB <= 0; CC <= 0; CD <= 0; CE <= 0; CF <= 0; CG <= 0; end
			4'b1001: begin CA <= 0; CB <= 0; CC <= 0; CD <= 0; CF <= 0; CG <= 0; end
			4'b1010: begin CA <= 0; CB <= 0; CC <= 0; CE <= 0; CF <= 0; CG <= 0; end 
			4'b1011: begin CC <= 0; CD <= 0; CE <= 0; CF <= 0; CG <= 0; end
			4'b1100: begin CD <= 0; CE <= 0; CG <= 0; end
			4'b1101: begin CB <= 0; CC <= 0; CD <= 0; CE <= 0; CG <= 0; end
			4'b1110: begin CA <= 0; CD <= 0; CE <= 0; CF <= 0; CG <= 0; end
			4'b1111: begin CA <= 0; CE <= 0; CF <= 0; CG <= 0; end
			default:begin CA <= 0; CB <= 0; CC <= 0; CD <= 0; CE <= 0; CF <= 0; CG <= 0; end
		endcase
		end
		3'b100: begin
		case(data[19:16])
			4'b0000: begin CA <= 0; CB <= 0; CC <= 0; CD <= 0; CE <= 0; CF <= 0; end
			4'b0001: begin CB <= 0; CC <= 0; end
			4'b0010: begin CA <= 0; CB <= 0; CG <= 0; CE <= 0; CD <= 0; end
			4'b0011: begin CA <= 0; CB <= 0; CG <= 0; CC <= 0; CD <= 0; end
			4'b0100: begin CB <= 0; CC <= 0; CF <= 0; CG <= 0;  end  
			4'b0101: begin CA <= 0; CF <= 0; CG <= 0; CC <= 0; CD <= 0; end  
			4'b0110: begin CA <= 0; CC <= 0; CD <=0; CE <= 0; CF <= 0; CG <= 0; end  
			4'b0111: begin CA <= 0; CB <= 0; CC <= 0; end 
			4'b1000: begin CA <= 0; CB <= 0; CC <= 0; CD <= 0; CE <= 0; CF <= 0; CG <= 0; end
			4'b1001: begin CA <= 0; CB <= 0; CC <= 0; CD <= 0; CF <= 0; CG <= 0; end
			4'b1010: begin CA <= 0; CB <= 0; CC <= 0; CE <= 0; CF <= 0; CG <= 0; end 
			4'b1011: begin CC <= 0; CD <= 0; CE <= 0; CF <= 0; CG <= 0; end
			4'b1100: begin CD <= 0; CE <= 0; CG <= 0; end
			4'b1101: begin CB <= 0; CC <= 0; CD <= 0; CE <= 0; CG <= 0; end
			4'b1110: begin CA <= 0; CD <= 0; CE <= 0; CF <= 0; CG <= 0; end
			4'b1111: begin CA <= 0; CE <= 0; CF <= 0; CG <= 0; end 
			default:begin CA <= 0; CB <= 0; CC <= 0; CD <= 0; CE <= 0; CF <= 0; CG <= 0; end
		endcase
		end
		3'b101: begin
		case(data[23:20])
			4'b0000: begin CA <= 0; CB <= 0; CC <= 0; CD <= 0; CE <= 0; CF <= 0; end
			4'b0001: begin CB <= 0; CC <= 0; end
			4'b0010: begin CA <= 0; CB <= 0; CG <= 0; CE <= 0; CD <= 0; end
			4'b0011: begin CA <= 0; CB <= 0; CG <= 0; CC <= 0; CD <= 0; end
			4'b0100: begin CB <= 0; CC <= 0; CF <= 0; CG <= 0;  end  
			4'b0101: begin CA <= 0; CF <= 0; CG <= 0; CC <= 0; CD <= 0; end  
			4'b0110: begin CA <= 0; CC <= 0; CD <=0; CE <= 0; CF <= 0; CG <= 0; end  
			4'b0111: begin CA <= 0; CB <= 0; CC <= 0; end  
			4'b1000: begin CA <= 0; CB <= 0; CC <= 0; CD <= 0; CE <= 0; CF <= 0; CG <= 0; end
			4'b1001: begin CA <= 0; CB <= 0; CC <= 0; CD <= 0; CF <= 0; CG <= 0; end
			4'b1010: begin CA <= 0; CB <= 0; CC <= 0; CE <= 0; CF <= 0; CG <= 0; end 
			4'b1011: begin CC <= 0; CD <= 0; CE <= 0; CF <= 0; CG <= 0; end
			4'b1100: begin CD <= 0; CE <= 0; CG <= 0; end
			4'b1101: begin CB <= 0; CC <= 0; CD <= 0; CE <= 0; CG <= 0; end
			4'b1110: begin CA <= 0; CD <= 0; CE <= 0; CF <= 0; CG <= 0; end
			4'b1111: begin CA <= 0; CE <= 0; CF <= 0; CG <= 0; end
			default:begin CA <= 0; CB <= 0; CC <= 0; CD <= 0; CE <= 0; CF <= 0; CG <= 0; end
		endcase
		end
		3'b110: begin
		case(data[27:24])
			4'b0000: begin CA <= 0; CB <= 0; CC <= 0; CD <= 0; CE <= 0; CF <= 0; end
			4'b0001: begin CB <= 0; CC <= 0; end
			4'b0010: begin CA <= 0; CB <= 0; CG <= 0; CE <= 0; CD <= 0; end
			4'b0011: begin CA <= 0; CB <= 0; CG <= 0; CC <= 0; CD <= 0; end
			4'b0100: begin CB <= 0; CC <= 0; CF <= 0; CG <= 0;  end  
			4'b0101: begin CA <= 0; CF <= 0; CG <= 0; CC <= 0; CD <= 0; end  
			4'b0110: begin CA <= 0; CC <= 0; CD <=0; CE <= 0; CF <= 0; CG <= 0; end  
			4'b0111: begin CA <= 0; CB <= 0; CC <= 0; end  
			4'b1000: begin CA <= 0; CB <= 0; CC <= 0; CD <= 0; CE <= 0; CF <= 0; CG <= 0; end
			4'b1001: begin CA <= 0; CB <= 0; CC <= 0; CD <= 0; CF <= 0; CG <= 0; end
			4'b1010: begin CA <= 0; CB <= 0; CC <= 0; CE <= 0; CF <= 0; CG <= 0; end 
			4'b1011: begin CC <= 0; CD <= 0; CE <= 0; CF <= 0; CG <= 0; end
			4'b1100: begin CD <= 0; CE <= 0; CG <= 0; end
			4'b1101: begin CB <= 0; CC <= 0; CD <= 0; CE <= 0; CG <= 0; end
			4'b1110: begin CA <= 0; CD <= 0; CE <= 0; CF <= 0; CG <= 0; end
			4'b1111: begin CA <= 0; CE <= 0; CF <= 0; CG <= 0; end
			default:begin CA <= 0; CB <= 0; CC <= 0; CD <= 0; CE <= 0; CF <= 0; CG <= 0; end
		endcase
		end
		3'b111: begin
		case(data[31:28])
			4'b0000: begin CA <= 0; CB <= 0; CC <= 0; CD <= 0; CE <= 0; CF <= 0; end
			4'b0001: begin CB <= 0; CC <= 0; end
			4'b0010: begin CA <= 0; CB <= 0; CG <= 0; CE <= 0; CD <= 0; end
			4'b0011: begin CA <= 0; CB <= 0; CG <= 0; CC <= 0; CD <= 0; end
			4'b0100: begin CB <= 0; CC <= 0; CF <= 0; CG <= 0;  end  
			4'b0101: begin CA <= 0; CF <= 0; CG <= 0; CC <= 0; CD <= 0; end  
			4'b0110: begin CA <= 0; CC <= 0; CD <=0; CE <= 0; CF <= 0; CG <= 0; end  
			4'b0111: begin CA <= 0; CB <= 0; CC <= 0; end  
			4'b1000: begin CA <= 0; CB <= 0; CC <= 0; CD <= 0; CE <= 0; CF <= 0; CG <= 0; end
			4'b1001: begin CA <= 0; CB <= 0; CC <= 0; CD <= 0; CF <= 0; CG <= 0; end
			4'b1010: begin CA <= 0; CB <= 0; CC <= 0; CE <= 0; CF <= 0; CG <= 0; end 
			4'b1011: begin CC <= 0; CD <= 0; CE <= 0; CF <= 0; CG <= 0; end
			4'b1100: begin CD <= 0; CE <= 0; CG <= 0; end
			4'b1101: begin CB <= 0; CC <= 0; CD <= 0; CE <= 0; CG <= 0; end
			4'b1110: begin CA <= 0; CD <= 0; CE <= 0; CF <= 0; CG <= 0; end
			4'b1111: begin CA <= 0; CE <= 0; CF <= 0; CG <= 0; end
			default:begin CA <= 0; CB <= 0; CC <= 0; CD <= 0; CE <= 0; CF <= 0; CG <= 0; end
		endcase
		end	
		endcase
	end
endmodule
[flow/run.sh]
#!/bin/bash
# OpenROAD 26Q1-2900-gdf79404cd8, Yosys 0.63+post, stock flow scripts
make -C /OpenROAD-flow-scripts/flow DESIGN_CONFIG=/design/flow/config.mk WORK_HOME=/design/flow/orfs finish
[flow/config.mk]
export PLATFORM = sky130hd
export DESIGN_NAME = top
export DESIGN_NICKNAME = top
export VERILOG_FILES = /design/flow/design.v
export SDC_FILE = /design/flow/constraint.sdc
export NUM_CORES = 4
export LEC_CHECK = 1
export CORE_UTILIZATION = 40
[flow/constraint.sdc]
current_design top

set clk_period 5.1
set clk_io_pct 0.2

create_clock -name clk0 -period $clk_period [get_ports {clock}]

set non_clock_inputs [all_inputs -no_clocks]
set_input_delay [expr $clk_period * $clk_io_pct] -clock clk0 $non_clock_inputs
set_output_delay [expr $clk_period * $clk_io_pct] -clock clk0 [all_outputs]
==> results.cfg <==
; synthesis and place-and-route metrics
[status]
run_status = complete, no violations

[sta]
fmax_mhz = 481
hold_viol = 0
worst_pin_slew_ns = 0.902
untimed_endpoints = 50
finalSetupViolCount = 0
fin_setup_tns_ns = 0
max_slew_margin_pct = 39.8
clock_skew_ns = 0.00855
grt_setup_unrepaired = false
drv_slew = 0
period_used_pct = 40.8
unclocked_pins = 35
fin_crit_ns = 2.08
setup_slack_ns = 3.02

[setup_path]
critPathKind = reg2out
reg2regPathDepth = 5
rrSetupSlack_ns = 3.60
arrival_ns = 1.06
cp-start-kind = flip-flop
cp.required_ns = 4.08
endpoint = CB
cpMaxStageDelayCell = clkdlybuf4s50_1
slowest_delay_ns = 0.45
cp.buffers_inverters = 1
worstReg2RegEnd = m1.clock_division[17]
reg2reg_from = m1.clock_division[2]
crit_path_cell_trace = clkdlybuf4s50_1
cp-end-kind = primary output
critPathTopFamily = buffers and inverters
crit_cells = 1
crit_start = m1.CB
path_max_fanout = 1

[detailed_routing]
avgRoutedWirePerCell_um = 14.4
vias_per_cell = 5.59
first_pass_iters = 51
drt-initial-drc-count = 212
routed-via-count = 4005
antenna_left = 0
antennaDiodeCount = 0
routed_wl_um = 10300
drc = 0

[clock_tree]
hold_buffers = 0
insertion_delay_ns = 0.30
htree_levels = 2
cts_tree = built
root_buffer = clkbuf_16
postCtsSetupBuffers = 0
post_cts_resized = 0
clk_path_buf_depth = 2
cts_buffers = 5
clkTransAtPathRegs_ns = 0.07

[floorplan]
die_h_um = 112
placementRows = 39
dieArea_um2 = 12400
pin_count = 16
core_area_um2 = 11600
fp-utilization_pct = 41.5
die_w_um = 112

[logic_synthesis]
synth.distinct_cells = 62
synth_flops = 82
ys.flop_type = dfxtp_1
synth_cells = 590
yosys_cells = 590
synth-edff-count = 0
syn_area_um2 = 4800
area_leaders = dfxtp_1 34%, xnor2_1 9.1%, nand3_1 5.2%
top_area_share_pct = 34.2
ys_warn_count = 2
ys_chip_area_um2 = 4800
seq_area_frac_synth_pct = 34.2
synth_top_cell_by_area = dfxtp_1
synthArstFlopShare_pct = 0
avgSynthCellArea_um2 = 8.13

[job]
warnings = 32
maxCapViolCount = 0

[finish]
most-common-layout-cells = 82 x dfxtp_1, 50 x nand3_1, 50 x xnor2_1
n_fill_cell = 1104
logic_area_um2 = 2920
layout-drive-gt1-share_pct = 3.84
synthToLayoutAreaGrowth_pct = 6.65
area.sequential_um2 = 1640
lay_top_count = dfxtp_1

[placed_design]
io_buffers = 15
dp_hpwl_um = 7580
place_ws_ns = 3.33
gp_congestion = 0.938

[power]
power.total_uw = 705
leakagePower_nw = 1.62
peakVddDrop_mv = 0.152
p_per_area_nw_per_um2 = 138

[global_route]
grt_pass1_vias = 3455
antenna_found_initial = 0
grt_pass1_wl_um = 17400
track_usage_pct = 17.4
grt_start_max_net_pins = 33
grt_overflow_total = 0

[min_path]
hold_path_startpoint = m1.clock_division[0]
min-delay-path-class = reg2reg
-- layout make-up --
cell class              count  area share [%]
clock buffers               6            2.52
inverters                  21            1.54
flip-flops and latches     82            32.1
repair buffers             16            3.08
well taps                 143            3.50
multi-input cells         446            57.0
clock inverters             2           0.318
-- layer usage --
metal / track usage, % / wire (um) / vias to the layer above
met2: 26.1 / 4560 / 89
met1: 28.1 / 5080 / 1838
met4: 2.25 / 144 / 0
li1: - / - / 2065
met3: 1.99 / 504 / 13
met5: 0 / 0 / -
-- power by group --
part | internal, mW | switching, mW | leakage (nW) | total [mW]
clock | 0.184 | 0.154 | 0.0675 | 0.338
sequential | 0.367 | 0 | 0.660 | 0.367
combinational | 0 | 0 | 0.890 | 0.000000890
total | 0.551 | 0.154 | 1.62 | 0.705
-- cell usage after synthesis, types with 2 or more instances --
cell type,n
mux2_2,3
nand3b_1,4
inv_1,20
o21a_1,2
o22ai_1,8
mux2i_1,4
ha_1,12
a211o_1,3
or3b_2,2
a21boi_0,5
o311ai_0,2
a31oi_1,9
dfxtp_1,82
clkbuf_1,31
a211oi_1,8
nand4_1,14
nand3_1,50
a21oi_1,24
and3_1,18
xor2_1,19
o21ai_0,32
and4_1,2
nor3b_1,6
a32oi_1,5
nand2b_1,14
or3_1,5
a221oi_1,3
o211ai_1,7
nor2_1,35
nor3_1,6
o31ai_1,2
a2111oi_0,3
nor2b_1,19
and2_1,5
or3_4,2
buf_2,3
a22oi_1,5
xnor2_1,50
buf_1,5
nor3_2,2
nand2_1,38
-- worst min path at each step --
| stage | end | slack [ns] | cells after the start |
|---|---|---|---|
| 4_1_cts | m1.clock_division[0] | 0.42 | 1 |
| 5_1_grt | m1.clock_division[0] | 0.44 | 1 |
| 6_report | m1.clock_division[0] | 0.42 | 1 |
-- sequential cells by signal, indices dropped and copies added (netlist names) --
signal	count
counter	22
data	32
m1.CA	1
m1.CB	1
m1.CC	1
m1.CD	1
m1.CE	1
m1.CF	1
m1.CG	1
m1.clock_division	18
m1.counter	3
-- through the flow --
step                      utilization [%]  hold WS (ns)  std cells  area, um^2
final                                44.2         0.418        716        5120
after global routing                 44.2         0.441        716        5120
after CTS                            44.2         0.417        716        5120
after detailed placement             43.0         0.403        708        4970
after global placement               43.0         0.395        708        4970
after floorplan                         -         0.383        590        4800
-- cell families after synthesis --
family,after synthesis,synth area share (%)
AND-OR/OR-AND,129,17.6
XOR/XNOR,69,12.6
adder cells (fa/ha/maj),12,3.13
buffers and inverters,62,5.03
flip-flops,82,34.2
multiplexers,7,1.54
AND/OR/NAND/NOR,229,25.9
Power and IR drop assume default switching activity.
